==> ./design.v <==
`timescale 1ns / 1ps
module AXIS_gen_module(
    input           i_clk               ,
    input           i_rst               ,
    input           i_stat_rx_status    ,
    input           m_axis_tx_tready    ,
    output          m_axis_tx_tvalid    ,
    output [255:0]  m_axis_tx_tdata     ,
    output          m_axis_tx_tlast     ,
    output [31 :0]  m_axis_tx_tkeep     ,
    output          m_axis_tx_tuser     ,
    input           s_axis_rx_tvalid    ,
    input [255:0]   s_axis_rx_tdata     ,
    input           s_axis_rx_tlast     ,
    input [31 :0]   s_axis_rx_tkeep     ,
    input           s_axis_rx_tuser     
);
localparam  P_SEND_LEN = 10;
localparam  P_SRC_MAC = 48'h01_02_03_04_05_06;
localparam  P_DST_MAC = 48'hff_ff_ff_ff_ff_ff;
localparam  P_TYPE    = 16'h0800            ;
reg             rm_axis_tx_tvalid   = 'd0;
reg  [255:0]    rm_axis_tx_tdata    = 'd0;
reg             rm_axis_tx_tlast    = 'd0;
reg  [31 :0]    rm_axis_tx_tkeep    = 'd0;
reg  [5 : 0]    r_init_cnt          = 'd0;
reg             ri_stat_rx_status   = 'd0;
reg  [15: 0]    r_send_cnt          = 'd0;
wire            w_send_en           ;
wire            w_tx_active         ;
assign m_axis_tx_tvalid = rm_axis_tx_tvalid;
assign m_axis_tx_tdata  = { rm_axis_tx_tdata[7  :  0],rm_axis_tx_tdata[15 :  8],
                            rm_axis_tx_tdata[23 : 16],rm_axis_tx_tdata[31 : 24],
                            rm_axis_tx_tdata[39 : 32],rm_axis_tx_tdata[47 : 40],
                            rm_axis_tx_tdata[55 : 48],rm_axis_tx_tdata[63 : 56],
                            rm_axis_tx_tdata[71 : 64],rm_axis_tx_tdata[79 : 72],
                            rm_axis_tx_tdata[87 : 80],rm_axis_tx_tdata[95 : 88],
                            rm_axis_tx_tdata[103: 96],rm_axis_tx_tdata[111:104],
                            rm_axis_tx_tdata[119:112],rm_axis_tx_tdata[127:120],
                            rm_axis_tx_tdata[135:128],rm_axis_tx_tdata[143:136],
                            rm_axis_tx_tdata[151:144],rm_axis_tx_tdata[159:152],
                            rm_axis_tx_tdata[167:160],rm_axis_tx_tdata[175:168],
                            rm_axis_tx_tdata[183:176],rm_axis_tx_tdata[191:184],
                            rm_axis_tx_tdata[199:192],rm_axis_tx_tdata[207:200],
                            rm_axis_tx_tdata[215:208],rm_axis_tx_tdata[223:216],
                            rm_axis_tx_tdata[231:224],rm_axis_tx_tdata[239:232],
                            rm_axis_tx_tdata[247:240],rm_axis_tx_tdata[255:248]} ;
assign m_axis_tx_tlast  = rm_axis_tx_tlast ;
assign m_axis_tx_tkeep  = { rm_axis_tx_tkeep[0],rm_axis_tx_tkeep[1],
                            rm_axis_tx_tkeep[2],rm_axis_tx_tkeep[3],
                            rm_axis_tx_tkeep[4],rm_axis_tx_tkeep[5],
                            rm_axis_tx_tkeep[6],rm_axis_tx_tkeep[7],
                            rm_axis_tx_tkeep[8],rm_axis_tx_tkeep[9],
                            rm_axis_tx_tkeep[10],rm_axis_tx_tkeep[11],
                            rm_axis_tx_tkeep[12],rm_axis_tx_tkeep[13],
                            rm_axis_tx_tkeep[14],rm_axis_tx_tkeep[15],
                            rm_axis_tx_tkeep[16],rm_axis_tx_tkeep[17],
                            rm_axis_tx_tkeep[18],rm_axis_tx_tkeep[19],
                            rm_axis_tx_tkeep[20],rm_axis_tx_tkeep[21],
                            rm_axis_tx_tkeep[22],rm_axis_tx_tkeep[23],
                            rm_axis_tx_tkeep[24],rm_axis_tx_tkeep[25],
                            rm_axis_tx_tkeep[26],rm_axis_tx_tkeep[27],
                            rm_axis_tx_tkeep[28],rm_axis_tx_tkeep[29],
                            rm_axis_tx_tkeep[30],rm_axis_tx_tkeep[31]} ;
assign m_axis_tx_tuser  = 'd0 ;
assign w_send_en   = &r_init_cnt;
assign w_tx_active = rm_axis_tx_tvalid & m_axis_tx_tready;
always @(posedge i_clk or posedge i_rst)begin
    if(i_rst)
        ri_stat_rx_status <= 'd0;
    else
        ri_stat_rx_status <= i_stat_rx_status;
end
always @(posedge i_clk or posedge i_rst)begin
    if(i_rst)
        r_init_cnt <= 'd0;
    else if(&r_init_cnt)
        r_init_cnt <= r_init_cnt;
    else if(i_stat_rx_status)
        r_init_cnt <= r_init_cnt + 1;
    else
        r_init_cnt <= r_init_cnt;
end
always @(posedge i_clk or posedge i_rst)begin
    if(i_rst)
        r_send_cnt <= 'd0;
    else if(r_send_cnt == P_SEND_LEN - 1)
        r_send_cnt <= 'd0;
    else if(w_tx_active)
        r_send_cnt <= r_send_cnt + 'd1;
    else
        r_send_cnt <= r_send_cnt;
end
always @(posedge i_clk or posedge i_rst)begin
    if(i_rst)
        rm_axis_tx_tvalid <= 'd0;
    else if(r_send_cnt == P_SEND_LEN - 1)
        rm_axis_tx_tvalid <= 'd0;
    else if(w_send_en)
        rm_axis_tx_tvalid <= 'd1;
    else
        rm_axis_tx_tvalid <= rm_axis_tx_tvalid;
end
always @(posedge i_clk or posedge i_rst)begin
    if(i_rst)
        rm_axis_tx_tdata <= 'd0;
    else if(r_send_cnt == 0 && w_tx_active)
        rm_axis_tx_tdata <= {16{16'haa_bb}};
    else if(r_send_cnt == 0)
        rm_axis_tx_tdata <= {P_DST_MAC,P_SRC_MAC,P_TYPE,{18{8'haa}}};
    else if(w_tx_active)
        rm_axis_tx_tdata <= {16{r_send_cnt}};
    else
        rm_axis_tx_tdata <= rm_axis_tx_tdata;
end
always @(posedge i_clk or posedge i_rst)begin
    if(i_rst)
        rm_axis_tx_tlast <= 'd0;
    else if(r_send_cnt == P_SEND_LEN - 2 && w_tx_active)
        rm_axis_tx_tlast <= 'd1;
    else if(r_send_cnt == P_SEND_LEN - 1 && w_tx_active)
        rm_axis_tx_tlast <= 'd0;
    else
        rm_axis_tx_tlast <= rm_axis_tx_tlast;
end
always @(posedge i_clk or posedge i_rst)begin
    if(i_rst)
        rm_axis_tx_tkeep <= 'd0;
    else
        rm_axis_tx_tkeep <= 32'hffff_ffff;
end
endmodule
==> ./run.sh <==
#!/bin/bash
# OpenROAD 26Q1-2900-gdf79404cd8, Yosys 0.63+post, stock flow scripts
make -C /OpenROAD-flow-scripts/flow DESIGN_CONFIG=/design/flow/config.mk WORK_HOME=/design/flow/orfs finish
==> ./config.mk <==
export PLATFORM = sky130hd
export DESIGN_NAME = AXIS_gen_module
export DESIGN_NICKNAME = AXIS_gen_module
export VERILOG_FILES = /design/flow/design.v
export SDC_FILE = /design/flow/constraint.sdc
export NUM_CORES = 4
export LEC_CHECK = 1
export CORE_AREA = 10 10 230 230
export DIE_AREA = 0 0 240 240
==> ./constraint.sdc <==
current_design AXIS_gen_module

set clk_period 3.7
set clk_io_pct 0.2

create_clock -name clk0 -period $clk_period [get_ports {i_clk}]

set non_clock_inputs [all_inputs -no_clocks]
set_input_delay [expr $clk_period * $clk_io_pct] -clock clk0 $non_clock_inputs
set_output_delay [expr $clk_period * $clk_io_pct] -clock clk0 [all_outputs]
==> impl_metrics.tcl <==
# implementation run metrics
set metrics [dict create \
    status "complete, no violations" \
    rows 80 \
    antenna_found_initial 2 \
    fin_skew_ns 0.00395 \
    vias_per_cell 2.57 \
    synthCells 496 \
    num_antenna_cells 0 \
    initCoreUtil_pct 9.29 \
    fmax_mhz 387 \
    final.setup.tns_ns 0 \
    required_ns 2.96 \
    critPathArrivalTime_ns 1.85 \
    grt-ovfl-total 0 \
    cts-hold-fix-buffers 0 \
    place_hpwl_um 11500 \
    ctsResizeCount 0 \
    cpPeakStageDelay_ns 0.88 \
    synthSimpleGateAreaFrac_pct 11.5 \
    cts_root_buffer "clkbuf_16" \
    grt_pass1_vias 2726 \
    synthXorXnorAreaFrac_pct 3.55 \
    drv_cap 0 \
    chip_area_um2 57600 \
    post_drt_wl_per_cell_um 12.1 \
    die_w_um 240 \
    cts_tree "built" \
    path_max_fanout 32 \
    postCtsSetupRepairBufs 0 \
    synth_flops 57 \
    areaGrowthSynthToFinish_pct 45.5 \
    yosys.area_share.aoi_pct 5.35 \
    ys_seq_share_pct 32.1 \
    setup_violations 0 \
    critPathTopFamily "flip-flops" \
    mostFrequentLayoutCells "clkdlybuf4s50_1 (293), dfrtp_1 (57), nand2_1 (49)" \
    whs_ns 0.494 \
    cts.sinks 57 \
    fin_crit_ns 2.59 \
    fin_ws_ns 1.11 \
    drtAntennaViolNets 0 \
    tightest_slew_ns 0.839 \
    endpoint "m_axis_tx_tkeep[27]" \
    final_area_um2 6470 \
    synth_cell_types 36 \
    placed_cell_area_um2 6170 \
    portBuffers 293 \
    worstPathCellList "clkdlybuf4s50_1" \
    yosys_warnings 1 \
    numCtsBuffers 9 \
    min_path_type "register to register" \
    power_density_nw_per_um2 588 \
    clkTransAtPathRegs_ns 0.05 \
    comb_area_um2 985 \
    coreArea_um2 47800 \
    period_used_pct 69.9 \
    clockBufferDepth 2 \
    yosys_cells 496 \
    r2r-end "rm_axis_tx_tdata[203]$_DFFE_PP0P_" \
    logic_family "buffers and inverters" \
    grt_use_total_pct 4.26 \
    dp.cells 1139 \
    die_y_um 240 \
    regArea_um2 1430 \
    wl_um 13900 \
    fin_cells 1155 \
    reg2reg_slack_ns 1.71 \
    dp_slack_ns 1.07 \
    cts_max_level 3 \
    slew_headroom_pct 44.0 \
    fillers 5331 \
    r2r_start "r_send_cnt[0]$_DFFE_PP0P_" \
    crit_type "register to primary output" \
    gp_congestion 0.792 \
    grt_pass1_wl_um 18700 \
    yosys_area_um2 4450 \
    critPathBufInv 1 \
    ys_sh_mux_pct 0.478 \
    critical_path.startpoint_type "register" \
    path_depth 1 \
    endpoint_kind "primary output" \
    power_leakage_uw 0.00242 \
    initialDrtViolationCount 155 \
    drtPass1Iterations 4 \
    hold_viol 0 \
    grt_max_degree 34 \
    syn_area_per_cell_um2 8.97 \
    reg2regPathDepth 6 \
    drc 0 \
    critPathSlowestCell "dfrtp_1" \
    clock_latency_ns 0.33 \
    slew_viol_final 0 \
    vdd_drop_max_v 0.000193 \
    netlist_area_um2 4450 \
    vias 2968 \
    mostFrequentLayoutCell "clkdlybuf4s50_1" \
    drive_above_1_share_pct 5.37 \
    tool_warnings 318 \
    adder_share_pct 1.13 \
    num_io_pins 586 \
    cp-startpoint "rm_axis_tx_tkeep[0]$_DFF_PP0_" \
    rsz0062_at_grt "no" \
]
## cells by family (layout without fill, tap and decap cells)
group           after synthesis  in the layout
compound gates               38             38
flops                        57             57
simple gates                 97             97
other cells                   2              2
xor+xnor                     18             18
fa+ha+maj                     4              4
buf+inv                     278            322
mux                           2              2
## cell type report
cell class	instances	share of cell area [%]
Clock buffer	11	3.75
Clock inverter	5	0.851
Inverter	10	0.580
Multi-Input combinational cell	161	15.2
Sequential cell	57	22.0
Tap cell	615	11.9
Timing Repair Buffer	296	45.7
## worst min path at each step
stage,from,endpoint,slack [ns],depth (start not counted)
finish,r_init_cnt[5]$_DFFE_PP0P_,r_init_cnt[5]$_DFFE_PP0P_,0.49,1
global route,r_init_cnt[5]$_DFFE_PP0P_,r_init_cnt[5]$_DFFE_PP0P_,0.52,1
CTS,r_init_cnt[3]$_DFFE_PP0P_,r_init_cnt[3]$_DFFE_PP0P_,0.49,1
## through the flow
step	total power [uW]	utilization (%)
after floorplan	2140	-
after global placement	3050	12.9
after detailed placement	3080	12.9
after CTS	3920	13.5
after global routing	4090	13.5
final	3810	13.5
## layer usage
metal  up-vias  wire length [um]  share of wire [%]  GRT usage, %
met5         -                21               0.15             0
li1       1408                 -                  -             -
met2       182              6640                 48          7.30
met4         4               157                1.1         0.441
met3        16              2280                 16          2.09
met1      1358              4850                 35          4.84
## cell usage after synthesis (all sizes together)
master	count	area, um2
inv	10	37.5
nand4	7	58.8
a21oi	7	35.0
dfrtp	57	1430
o31ai	2	15.0
and3	1	6.26
nand2b	1	6.26
nand3	12	65.1
ha	4	50.1
a2bb2oi	5	43.8
nor4b	1	23.8
mux2	1	11.3
o21ba	1	10.0
and4	3	26.3
nor2	14	55.1
o21ai	13	65.1
o211ai	5	37.5
buf	264	1980
mux2i	1	10.0
xnor2	7	61.3
conb	2	7.51
clkbuf	4	15.0
and2	1	6.26
nor4	2	42.5
nor3	5	30.0
a31oi	5	31.3
nand2	50	190
xor2	11	96.3
## state kept, by name (all words and copies together), names as in the netlist
register	flops
rm_axis_tx_tlast	1
r_init_cnt	6
r_send_cnt	16
rm_axis_tx_tvalid	1
rm_axis_tx_tkeep	1
rm_axis_tx_tdata	32
## power by group
group	internal [uW]	total, uW	switching (uW)
Clock	536	825	289
Combinational	1470	1830	362
Sequential	784	1150	364
Total	2790	3810	1010
Power is estimated from default activity; no workload was simulated.
